### design/flow/run.sh
#!/bin/bash
# OpenROAD 26Q1-2900-gdf79404cd8, Yosys 0.63+post, stock flow scripts
make -C /OpenROAD-flow-scripts/flow DESIGN_CONFIG=/design/flow/config.mk WORK_HOME=/design/flow/orfs finish
### design/flow/config.mk
export PLATFORM = sky130hd
export DESIGN_NAME = digital_dice_top
export DESIGN_NICKNAME = digital_dice_top
export VERILOG_FILES = /design/flow/design.v
export SDC_FILE = /design/flow/constraint.sdc
export NUM_CORES = 4
export LEC_CHECK = 1
export CORE_AREA = 10 10 70 70
export DIE_AREA = 0 0 80 80
### design/flow/constraint.sdc
current_design digital_dice_top

set clk_period 1.3
set clk_io_pct 0.2

create_clock -name clk0 -period $clk_period [get_ports {clk}]

set non_clock_inputs [all_inputs -no_clocks]
set_input_delay [expr $clk_period * $clk_io_pct] -clock clk0 $non_clock_inputs
set_output_delay [expr $clk_period * $clk_io_pct] -clock clk0 [all_outputs]
### design/flow/design.v
`timescale 1ns / 1ps
module lfsr_random(
    input clk,
    input reset,
    output reg [2:0] rand_num = 3'b001
);
    always @(posedge clk or posedge reset) begin
        if (reset)
            rand_num <= 3'b001;
        else
            rand_num <= {rand_num[1:0], rand_num[2] ^ rand_num[0]};
    end
endmodule
module dice_number(
    input [2:0] rand_num,
    output reg [2:0] dice_out
);
    always @(*) begin
        case(rand_num % 6)
            3'd0: dice_out = 3'd1;
            3'd1: dice_out = 3'd2;
            3'd2: dice_out = 3'd3;
            3'd3: dice_out = 3'd4;
            3'd4: dice_out = 3'd5;
            3'd5: dice_out = 3'd6;
            default: dice_out = 3'd1;
        endcase
    end
endmodule
module seven_seg_decoder(
    input [2:0] dice_out,
    output reg [6:0] seg
);
    always @(*) begin
        case(dice_out)
            3'd1: seg = 7'b0000110;
            3'd2: seg = 7'b1011011;
            3'd3: seg = 7'b1001111;
            3'd4: seg = 7'b1100110;
            3'd5: seg = 7'b1101101;
            3'd6: seg = 7'b1111101;
            default: seg = 7'b0000001;   
        endcase
    end
endmodule
module digital_dice_top(
    input clk, 
    input reset,
    input btn,           
    output reg [2:0] dice_out,
    output [6:0] seg
);
    wire [2:0] rand_num;
    reg [2:0] dice_temp;
    lfsr_random lfsr(
        .clk(clk), 
        .reset(reset), 
        .rand_num(rand_num)
    );
    dice_number dice(
        .rand_num(rand_num), 
        .dice_out(dice_temp)
    );
    always @(posedge clk or posedge reset) begin
        if (reset)
            dice_out <= 3'd1;   
        else if (btn)
            dice_out <= dice_temp;   
        else
            dice_out <= dice_out;    
    end
      seven_seg_decoder segdec(
          .dice_out(dice_out),
          .seg(seg)
      );
endmodule
==> flow_metrics.tcl <==
# collected from the flow reports
set metrics [dict create \
    synthMuxAreaShare_pct 0 \
    holdCritPathClass "in -> async" \
    clock_tree.htree_level_count 1 \
    syn_to_final_growth_pct 110 \
    critPathKind "reg -> out" \
    die_height_um 80 \
    ys_sh_xor_pct 10.7 \
    critical_path_required_ps 1040 \
    die_w_um 80 \
    warning_count 27 \
    critical_path.cell_chain "buf_6, buf_6, buf_6, o21a_1, buf_2" \
    grt_antenna_before_repair 0 \
    placed_cells_incl_taps 90 \
    fin_cells 108 \
    layout.cell_area.non_filler_um2 684 \
    logic_family "simple AND/OR/NAND/NOR gates" \
    amount_of_wire_on_met3_after_detailed_routing_um 131 \
    routedWlPerCell_um 9.11 \
    synth_flop_count 6 \
    failing_checks "negative setup slack" \
    seq_share_synth_pct 46.7 \
    worstSetupStartpointType "flop" \
    routed.top_layer "met3" \
    initCoreUtil_pct 9.56 \
    finalWorstSetupSlack_ps -218 \
    timing.final.crit_period_ps 1520 \
    grt_pass1_vias 369 \
    met2WireLength_um 413 \
    cts_hold_buf 0 \
    routed-via-count 342 \
    placement_rows 21 \
    cts.sink_count 6 \
    worstRegToRegCells 4 \
    core_ar_um2 3420 \
    clock_insertion_delay_worst_skew_ps 240 \
    fin_crit_sh_pct 117 \
    mappedNetlistArea_um2 327 \
    final_number_of_setup_violating_endpoints 8 \
    critical_path.top_delay_family "flip-flops" \
    numCtsBuffers 3 \
    final_util_pct 20.0 \
    relSlewSlack_pct 84.4 \
    die_area_um2 6400 \
    io-pin-count 13 \
    drc 0 \
    distinct_cell_type_count_of_the_synthesized_netlist 20 \
    insertedDiodeCount 0 \
    crit_path_max_incr_delay_ps 560 \
    mostFrequentLayoutCells "sky130_fd_sc_hd__buf_6, sky130_fd_sc_hd__buf_2, sky130_fd_sc_hd__buf_4" \
    cts_buffer_depth 2 \
    grt_pass1_wl_um 1670 \
    placed_cell_area_um2 508 \
    gp_congestion 0.721 \
    hold_viol_final 0 \
    synth_warnings 4 \
    maxSlewViolCount 0 \
    critical_path_peak_fanout 3 \
    simple_gate_share_pct 18.8 \
    fmax_ghz 0.659 \
    yosys.area_share.aoi_pct 15.7 \
    pwr_density_cell_nw_per_um2 629 \
    r2r_end "dice_out[1]" \
    post_route_cells_drive_above_1_share_pct 67.7 \
    maxCapViolCount 0 \
    cp.buffers_inverters 4 \
    timing.hold.ws_ps 238 \
    wirelength_um 984 \
    detailedRoute.firstPassIterationCount 2 \
    final_layout_top_logic_cell "sky130_fd_sc_hd__buf_6" \
    met1_length_um 439 \
    dpl.hpwl_um 565 \
    run_status "complete, but fails checks" \
    p_leak_nw 0.306 \
    yosys_cells 31 \
    netlist_instances 31 \
    tritoncts_clock_tree "yes" \
    drtAntennaViolNets 0 \
    cpMostUsedCell "sky130_fd_sc_hd__buf_6" \
    worst_r2r_startpoint "dice_out[1]" \
    crit_slowest_cell "sky130_fd_sc_hd__dfstp_2" \
    first_iter_violations 2 \
    skew_ps 1.55 \
    vdd_ir_drop_max_uv 363 \
    clk_transition_reported_paths_ps 40 \
    io_buffer_count 12 \
    worst_setup_path_end_kind "output port" \
    grt_setup_unrepaired "true" \
    worst_pin_slew_ps 233 \
    total_power_w 0.000430 \
    globalRouteOverflowTotal 0 \
    yosys-stat-area_um2 327 \
    fa_ha_area_share_pct 0 \
    timing.critical_path.arrival_ps 1260 \
    drt-vias-per-instance 3.17 \
    grt_max_degree 7 \
    synth.avg_cell_area_um2 10.5 \
    globalRouteTotalUtil_pct 3.20 \
    setup.reg_to_reg.worst_slack_ps 280 \
    cts.root.buffer_cell "sky130_fd_sc_hd__clkbuf_4" \
]
[through the flow]
stage | TNS [ps] | setup slack, ps
2_1_floorplan | 0 | 250
3_3_place_gp | -1460 | -244
3_5_place_dp | -1530 | -258
4_1_cts | -1280 | -217
5_1_grt | -1810 | -290
6_report | -1280 | -218
[report_power, final]
group	switching [W]	total (W)	internal (W)
clock network	0.0000601	0.000164	0.000104
registers	0.00000336	0.000194	0.000190
logic	0.0000248	0.0000724	0.0000477
[timing repair]
action,CTS,global route
gates resized,41,10
endpoints found under the setup margin,10,9
setup buffers,14,1
pin swaps,7,3
[registers in the layout, indices dropped and copies added (netlist names)]
register	flops
dice_out	3
lfsr.rand_num	3
[worst register-to-register path: cells and delay by family (launching register included)]
family	cells	cell delay, ps
AND-OR/OR-AND	1	80
buffers and inverters	3	370
flip-flops	1	440
[layer usage]
metal	vias to the layer above	GRT usage (%)
met2	16	4.57
met3	0	2.73
met4	0	0.528
met5	-	0
met1	158	3.62
li1	168	-
[Yosys cell counts (all sizes together)]
cell type | number | area share (%)
nand4bb | 1 | 3.4
dfstp | 2 | 16
nor2b | 1 | 1.9
inv | 2 | 2.3
nor2 | 3 | 4.2
xor2 | 2 | 5.4
xnor2 | 2 | 5.4
nand3b | 1 | 2.3
nand3 | 1 | 1.5
o221ai | 1 | 4.6
nand2b | 1 | 1.9
dfrtp | 4 | 31
a21boi | 1 | 2.3
nand2 | 3 | 3.4
buf | 2 | 5.7
o21a | 3 | 6.9
a31oi | 1 | 1.9
[worst max-delay path by stage]
stage,from,cells past startpoint,to
CTS,dice_out[0],5,seg[2]
global route,dice_out[0],5,seg[2]
finish,dice_out[0],5,seg[2]
[kinds of logic after synthesis]
group,after synthesis
simple gates,11
compound gates,6
flops,6
xor+xnor,4
buf+inv,4
[cell type report]
class                      count  area [um^2]
fill                         367         2730
multi-input combinational     21          181
timing repair buffer          30          260
clock buffer                   3         22.5
sequential                     6          155
inverter                       2         7.51
tap                           46         57.6
